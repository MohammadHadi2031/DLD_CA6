--- flow/run.sh ---
#!/bin/bash
# OpenROAD 26Q1-2900-gdf79404cd8, Yosys 0.63+post, stock flow scripts
make -C /OpenROAD-flow-scripts/flow DESIGN_CONFIG=/design/flow/config.mk WORK_HOME=/design/flow/orfs finish
--- flow/config.mk ---
export PLATFORM = sky130hd
export DESIGN_NAME = multiplyer
export DESIGN_NICKNAME = multiplyer
export VERILOG_FILES = /design/flow/design.v
export SDC_FILE = /design/flow/constraint.sdc
export NUM_CORES = 4
export LEC_CHECK = 1
export CORE_UTILIZATION = 50
--- flow/constraint.sdc ---
current_design multiplyer

set clk_period 22.0
set clk_io_pct 0.2

create_clock -name clk0 -period $clk_period

set non_clock_inputs [all_inputs -no_clocks]
set_input_delay [expr $clk_period * $clk_io_pct] -clock clk0 $non_clock_inputs
set_output_delay [expr $clk_period * $clk_io_pct] -clock clk0 [all_outputs]
--- flow/design.v ---
`timescale 1ns/1ns 
module multiplyer (output [31:0]mul, input[15:0] A, B);
assign mul = A * B;
endmodule
==> impl_metrics.env <==
# physical design summary
export IMPL_status="completed"
export IMPL_yosys_area_top_type="fa_1"
export IMPL_routedWlPerCell_um=16.09
export IMPL_grt_pass1_wl_um=33910
export IMPL_grt_max_degree=17
export IMPL_drv_slew=0
export IMPL_drt_first_pass_iters=4
export IMPL_ctsHoldBuffers=0
export IMPL_n_fill_cell=1579
export IMPL_start_kind="input port"
export IMPL_yosys_top_cells_count="232 x inv_1, 194 x fa_1, 157 x nand2_1"
export IMPL_antenna_found_initial=0
export IMPL_synth_warnings=0
export IMPL_area_delta_synth_final_pct=9.579
export IMPL_synth_most_common_cell="inv_1"
export IMPL_yosys_top_cells_area="fa_1 46%, ha_1 15%, inv_1 10%"
export IMPL_rsz0062_at_grt="no"
export IMPL_synth_top_cell_area_share_pct=45.74
export IMPL_num_rows=47
export IMPL_dpl_hpwl_um=16840
export IMPL_holdWs_ns=9.935
export IMPL_tool_warnings=32
export IMPL_drc=0
export IMPL_cap_violations=0
export IMPL_crit_family="adder cells"
export IMPL_vias=6265
export IMPL_synth_area_um2=8491
export IMPL_leakage_nw=4.788
export IMPL_setup_violations_final=0
export IMPL_die_h_um=132.3
export IMPL_min_period_ns=15.62
export IMPL_cp_arrival_ns=11.22
export IMPL_first_iter_violations=172
export IMPL_ys_seq_share_pct=0
export IMPL_crit_type="in -> out"
export IMPL_netlist_instances=984
export IMPL_path_buffers=6
export IMPL_post_cts_buffers=0
export IMPL_first_global_vias=6492
export IMPL_register_area_um2=0
export IMPL_fmax_ghz=0.06404
export IMPL_place_gp_congestion=0.9008
export IMPL_via_per_inst=5.056
export IMPL_io_pins=64
export IMPL_drt_wl_total_um=19940
export IMPL_crit_chain="clkdlybuf4s50_1, and2_1, fa_1, inv_1, fa_1, fa_1, fa_1, inv_1, fa_1, inv_1, fa_1, inv_1, ha_1, o21ai_0, o21ai_0, a21oi_1, a2111oi_2, nor2_1, o21ai_0, xnor2_1, clkdlybuf4s50_1"
export IMPL_period_used_pct=70.98
export IMPL_yosysCellCount=984
export IMPL_swShare_pct=49.22
export IMPL_vdd_drop_max_v=0.0005710
export IMPL_ctsResizeCount=0
export IMPL_fp_util_pct=51.20
export IMPL_clock_buffers=0
export IMPL_tightestPinTransition_ns=0.7836
export IMPL_slowest_stage="clkdlybuf4s50_1"
export IMPL_hold_violations=0
export IMPL_crit_path_end_kind="output pin"
export IMPL_seq_cells=0
export IMPL_die_area_um2=17510
export IMPL_p_int_mw=1.094
export IMPL_worstHoldPathType="in -> out"
export IMPL_critPathMaxStageDelay_ns=0.81
export IMPL_overflow=0
export IMPL_yosysChipArea_um2=8491
export IMPL_syn_area_per_cell_um2=8.629
export IMPL_drive_above_1_share_pct=1.277
export IMPL_grt_util_all_layers_pct=26.60
export IMPL_portBuffers=64
export IMPL_core_um2=16580
export IMPL_die_w_um=132.3
export IMPL_antenna_left=0
export IMPL_cp_required_ns=17.60
export IMPL_maxSlewHeadroom_pct=47.60
export IMPL_p_switching_mw=1.060
export IMPL_crit_fanout=16
export IMPL_ys_types=43
export IMPL_p_per_area_nw_per_um2=231.5
export IMPL_fin_setup_tns_ns=0
export IMPL_cpMostUsedCell="fa_1"
## power by group through the flow
stage | combinational [mW] | sequential (mW) | clock (mW)
after CTS | 2.17 | 0 | 0
after global routing | 2.44 | 0 | 0
## metrics by stage
stage	worst slack [ns]	util, %	cell area (um2)	power (mW)	std cells
after floorplan	8.146	-	8491	1.244	984
after global placement	6.342	56.09	9301	2.161	1238
after detailed placement	6.409	56.09	9301	2.133	1238
after CTS	6.374	56.09	9301	2.171	1238
after global routing	5.977	56.09	9301	2.439	1238
final	6.384	56.10	9304	2.154	1239
## cell families (layout without fill, tap and decap cells)
family,Yosys count,count (layout),share of synthesized area (%)
compound gates,70,70,5.585
xor+xnor,28,28,2.888
fa+ha+maj,298,298,61.07
buf+inv,264,298,11.67
mux,1,1,0.1326
other cells,0,1,0
simple gates,323,323,18.66
## cell usage in the layout (no fill, tap or decap), types with 2 or more instances in the layout
cell / instances
a21oi_1: 24
xor2_1: 10
nand4_1: 2
ha_1: 104
a31oi_1: 4
o211ai_1: 3
o21bai_1: 3
o21ai_0: 14
a211oi_1: 2
xnor2_1: 18
buf_4: 2
o31ai_1: 2
and2_1: 125
nor2_1: 15
nand2_1: 157
nand2b_1: 3
inv_1: 232
nand3_1: 8
clkdlybuf4s50_1: 64
nor3_1: 3
fa_1: 194
nor2b_1: 4
a21o_1: 4
## final timing paths
path,from,to,slack [ns],cells past startpoint
worst max-delay path,A[7],mul[29],6.38,21
worst min-delay path,A[0],mul[0],9.94,4
## metal layers
metal | part of all wire, % | track usage (%) | up-vias | wire length (um)
met1 | 46 | 43.31 | 3041 | 9140
met4 | 1.0 | 2.171 | 0 | 202
met3 | 12 | 12.45 | 12 | 2413
met2 | 41 | 35.74 | 213 | 8184
met5 | 0 | 0 | - | 0
li1 | - | - | 2999 | -
## layout make-up
cell class / instances / area (um2) / share of cell area (%)
antenna: 1 / 2.502 / 0.02690
inverter: 232 / 870.8 / 9.360
multi-input combinational: 720 / 7500 / 80.61
tap: 220 / 275.3 / 2.959
timing repair buffer: 66 / 655.6 / 7.047
Power is estimated from default activity; no workload was simulated.
