--- design/flow/config.mk ---
export PLATFORM = sky130hd
export DESIGN_NAME = Controller
export DESIGN_NICKNAME = Controller
export VERILOG_FILES = /design/flow/design.v
export SDC_FILE = /design/flow/constraint.sdc
export NUM_CORES = 4
export LEC_CHECK = 1
export CORE_AREA = 10 10 70 70
export DIE_AREA = 0 0 80 80
--- design/flow/design.v ---
`timescale 1ns/1ns
module Controller(output logic Ldx, LdTrm, LdSinout, LdY, iniSinout, iniTrm,  Selx, SelTab, Sign, ready,
                    output logic[2:0] tabCnt,
                   input less, start, clk, rst);
  localparam[2:0] idle=1, starting =2, init=3, CalSin =4, Mul1=5, Mul2=6, Div=7;
  logic[2:0] ns, ps;
  initial Sign = 0;
  initial tabCnt = 3'b0;
  always @(ps, start, less, clk) begin
     ns <=idle;
    case(ps)
      idle: ns<= start? starting: idle;
      starting: ns<= start? starting: init;
      init: ns<= ~less? CalSin:idle;
      CalSin: ns<= clk? Mul1:CalSin;
      Mul1: ns<= clk? Mul2: Mul1;
      Mul2: ns<= clk ? Div: Mul2;
      Div : ns<= ~less? CalSin: idle;
      default: ns<=idle;
    endcase
  end
  always@(ps) begin
    {Ldx, LdTrm, LdSinout, LdY, iniSinout, iniTrm,  Selx, SelTab, ready} = 9'b0;
     case(ps)
      idle: begin ready=1; end
      starting: begin iniSinout= 1; iniTrm=1; end
      init: begin Ldx= 1; LdTrm =1; LdY =1; Selx=1; end
      CalSin: begin LdSinout=1; end
      Mul1: begin LdTrm=1; Selx =1; end
      Mul2: begin LdTrm=1; Selx =1; end
      Div : begin LdTrm=1; SelTab=1; Sign++; tabCnt++; end
    endcase
  end
  always @(posedge clk, posedge rst) begin
    if(rst)
     ps <= idle;
    else
     ps <= ns;
  end
endmodule
--- design/flow/constraint.sdc ---
current_design Controller

set clk_period 1.7
set clk_io_pct 0.2

create_clock -name clk0 -period $clk_period [get_ports {clk}]

set non_clock_inputs [all_inputs -no_clocks]
set_input_delay [expr $clk_period * $clk_io_pct] -clock clk0 $non_clock_inputs
set_output_delay [expr $clk_period * $clk_io_pct] -clock clk0 [all_outputs]
--- design/flow/run.sh ---
#!/bin/bash
# OpenROAD 26Q1-2900-gdf79404cd8, Yosys 0.63+post, stock flow scripts
make -C /OpenROAD-flow-scripts/flow DESIGN_CONFIG=/design/flow/config.mk WORK_HOME=/design/flow/orfs finish
==> Flow_metrics.wiki <==
== Metrics ==
{| class="wikitable"
! Metric !! Value
|-
| Diodes inserted || 0
|-
| Synth warn || 5
|-
| HP Class || clock port to flop
|-
| Top-level port count || 17
|-
| Die outline area || 6400 um2
|-
| Die y size || 80 um
|-
| Hold path cells || 3
|-
| Rel. slew slack || 82.08%
|-
| Count of instantiated cells in the yosys netlist || 32
|-
| Total of endpoints with negative setup slack in the final report || 0
|-
| Crit path kind || flop to output pin
|-
| Proportion of layout cells with a drive suffix above 1 || a little over a quarter
|-
| Insertion delay to the later sink of the worst-skew pair || 350 ps
|-
| Register pins left without a clock || 4
|-
| R2R depth || 2
|-
| Max-area cell share || approximately two fifths
|-
| Vias post-DR || 310
|-
| # port buffers || 16
|-
| Category of the worst setup path capture point || output pin
|-
| Gr usage total || 3.075%
|-
| Gate count of the mapped netlist || 32
|-
| Drt pass-1 iters || 2
|-
| Main kind of combinational logic by area || buffers and inverters
|-
| Post-route ant nets || 0
|-
| Layout overhead on the synthesized area || 81.69%
|-
| Most frequent standard cell in the layout excluding fill and tap cells || sky130_fd_sc_hd__clkdlybuf4s50_1
|-
| Worst-case clock skew || 1.171 ps
|-
| Yosys reg bits || 11
|-
| Max-cap violations || 0
|-
| Fin. Hold Viols || 0
|-
| Critical-path cell list || clkdlybuf4s50_1
|-
| Cell area leaders || sky130_fd_sc_hd__dfrtp_1, sky130_fd_sc_hd__dlxtp_1, sky130_fd_sc_hd__dfstp_2
|-
| Part of the power in the clock network || about two fifths
|-
| Combined buffer and inverter count along the critical path || 1
|-
| Final total negative setup slack || 0 ps
|-
| Per-cell routed wire length || about 8.8 um
|-
| Crit path max fanout || 7
|-
| Sequential group share of total power || a little under a third
|-
| CTS tree || built
|-
| Count of cell types in the netlist || 16
|-
| Worst IR Drop VDD || between 600 and 700 uV
|-
| Combinational share of power || between 20 and 30%
|-
| Avg Synthesized Cell Area || 11.53 um2
|-
| Number of global-route vias before repair || 389
|-
| Largest area contributor in the synthesized netlist || sky130_fd_sc_hd__dfrtp_1
|-
| Sw Ratio || 26.35%
|-
| Total congestion overflow || 0
|-
| RSZ-0062 raised after global routing || yes
|-
| Largest net degree at the start of global routing || 8
|-
| Data arrival time of the critical path || 1300 ps
|-
| Initial drt markers || 3
|-
| Via density per instance || just under 3
|-
| Leakage power summed over all cells || roughly 0.00033 uW
|-
| Highest-count cells in the layout ignoring fill and taps || sky130_fd_sc_hd__clkdlybuf4s50_1, sky130_fd_sc_hd__clkbuf_4, sky130_fd_sc_hd__inv_1, sky130_fd_sc_hd__dfrtp_1
|-
| Worst Hold Slack || 16.63 ps
|-
| Result of the run || completed
|-
| Setup crit start kind || flop
|-
| Xor and xnor fraction of the mapped netlist area || 2.373%
|-
| Core Util at FP || 10.81%
|-
| MUX area fraction || 6.102%
|-
| Area fraction in full adders, half adders and majority gates || 3.390%
|-
| FMAX || 611.2 MHz
|-
| Yosys stat area || between 300 and 400 um2
|-
| Clock transition at the registers of the reported paths || 50 ps
|-
| DRC violation count after routing || 0
|-
| Area fraction in compound gates || 6.441%
|-
| Internal power consumption || 683.5 uW
|-
| Routed WL || 926 um
|-
| RePlAce Congestion || 0.7458
|-
| Cell area after synthesis || about 370 um2
|-
| Fraction of the cycle the final worst path needs || a little over nine tenths
|-
| Slowest CP cell || sky130_fd_sc_hd__clkdlybuf4s50_1
|-
| Data required time of the worst path || around 1400 ps
|-
| Crit. path cell count || 1
|-
| Number of unconstrained endpoints || 8
|-
| Post-synthesis share of cell area spent on and, or, nand and nor gates || 8.475%
|-
| Total power divided by cell area || between 1000 and 1500 nW/um2
|-
| Worst-margin pin slew || ~270 ps
|-
| Horizontal die dimension || 80 um
|-
| Placeable core region || ~3400 um2
|-
| Final Max-Slew Violation Tally || 0
|-
| Placed wire-length estimate after detailed placement || 684 um
|-
| Global-route wire length before repair || around 1600 um
|-
| Initial antenna violation count || 0
|-
| Net switching component of the power || roughly 240 uW
|-
| # rows || 21
|-
| Critical Path Max Stage Delay || 500 ps
|-
| Total tool warning count || 31
|-
| Gate family responsible for the most delay along the worst path || buffers and inverters
|-
| Final worst path period need || 1636 ps
|}
==> Yosys cell counts (all sizes together) <==
cell and instances:
dfrtp 6, inv 5, dlxtp 4, buf 2, mux2 2, nor2 2, o21ai 2, and2 1
dfstp 1, ha 1, nand2 1, nor2b 1, o21a 1, o22ai 1, or3 1, xor2 1
==> per-stage QoR <==
step | instance area (um2) | std cells | total power, uW | utilization [%] | worst slack [ps]
after global routing | 670.6 | 105 | 1016 | 19.63 | -1.657
after floorplan | 369.1 | 32 | 383.8 | - | 440.7
after CTS | 656.9 | 104 | 940.0 | 19.23 | -17.31
after global placement | 571.8 | 92 | 594.8 | 16.74 | 187.6
final | 670.6 | 105 | 928.1 | 19.63 | 63.90
after detailed placement | 571.8 | 92 | 596.2 | 16.74 | 176.0
==> power groups by stage <==
stage	sequential, uW	combinational (uW)	clock (uW)
after CTS	295	267	378
after global routing	302	316	398
final	292	276	360
==> cells by family (layout without fill, tap and decap cells) <==
logic type | count (synthesis) | count (layout)
adder cells (fa/ha/maj) | 1 | 1
latches | 4 | 4
XOR/XNOR | 1 | 1
buffers and inverters | 7 | 34
AND/OR/NAND/NOR | 6 | 6
AND-OR/OR-AND | 4 | 4
flip-flops | 7 | 7
multiplexers | 2 | 2
==> path summary, 6_finish.rpt <==
kind                          end   from  slack [ps]
min in group asynchronous   ps[2]    rst         220
hold / removal              ps[1]    clk          20
setup / recovery           SelTab  ps[6]          60
setup reg to reg             flop   flop         790
hold reg to reg             ps[0]  ps[0]         490
max in group asynchronous   ps[0]    rst        1210
==> routing by layer <==
| layer | GRT usage (%) | vias to the layer above | share of wire [%] |
|---|---|---|---|
| met5 | 0 | - | 0 |
| met4 | 1.761 | 0 | 2.3 |
| met3 | 2.386 | 4 | 12 |
| met2 | 4.575 | 15 | 46 |
| met1 | 2.975 | 138 | 39 |
| li1 | - | 153 | - |
==> repair_timing <==
action                                  CTS  global route
hold buffers                              0             0
cloned                                    0             0
buffers inserted                          3             1
endpoints found under the setup margin    3             3
gates resized                             6             2
==> final cells by class <==
class / count / area, um2
well taps: 46 / 57.56
clock buffers: 9 / 60.06
fillers: 386 / 2745
repair buffers: 20 / 187.7
multi-input cells: 14 / 108.9
flip-flops and latches: 11 / 237.7
inverters: 5 / 18.77
Power is estimated from default activity; no workload was simulated.
