--- ./design.v ---
`timescale 1ns/1ns 
module Adder (output [15:0]res, input[15:0] Sinout, Trm, input sign);
assign res = sign ? Sinout - Trm : Sinout + Trm;
endmodule
--- ./run.sh ---
#!/bin/bash
# OpenROAD 26Q1-2900-gdf79404cd8, Yosys 0.63+post, stock flow scripts
make -C /OpenROAD-flow-scripts/flow DESIGN_CONFIG=/design/flow/config.mk WORK_HOME=/design/flow/orfs finish
--- ./config.mk ---
export PLATFORM = sky130hd
export DESIGN_NAME = Adder
export DESIGN_NICKNAME = Adder
export VERILOG_FILES = /design/flow/design.v
export SDC_FILE = /design/flow/constraint.sdc
export NUM_CORES = 4
export LEC_CHECK = 1
export CORE_AREA = 10 10 75 75
export DIE_AREA = 0 0 85 85
--- ./constraint.sdc ---
current_design Adder

set clk_period 11.8
set clk_io_pct 0.2

create_clock -name clk0 -period $clk_period

set non_clock_inputs [all_inputs -no_clocks]
set_input_delay [expr $clk_period * $clk_io_pct] -clock clk0 $non_clock_inputs
set_output_delay [expr $clk_period * $clk_io_pct] -clock clk0 [all_outputs]
==> qor.csv <==
metric;value;unit
min cycle time layout;8180;ps
Max Slew Vio Count;0;
final core utilization;37.9;%
Crit path largest cell delay;480;ps
slowest CP cell;clkdlybuf4s50_1;
# IOs;49;
DP Cell Count;234;
Cell area leaders;xnor2_1, ha_1, a21oi_1, nor2_1, xor2_1;
CP Capture Type;output port;
Tcrit/Tclk final;69.3;%
Worst Setup Slack, final;3620;ps
post-detail-place hpwl;2.58;mm
# diodes;0;
cell type with the largest total area;xnor2_1;
WL met2;1.20;mm
DR vias;1079;
Netlist cell types;35;
count of final hold-check violations;0;
Lkg Pwr;0.619;nW
DIE AREA;7230;µm²
registers;0;
number of global-route vias before repair;1049;
ys cells;136;
ANT nets after route;0;
unrepaired setup endpoints after global routing;false;
final setup violation count;0;
CP Max Fanout;5;
post_cts resized;0;
Post-Place Cell Area;1540;µm²
Synth Seq Share;0;%
WP data required;9440;ps
WL final;2.89;mm
Overall Power;0.111;mW
Yosys warning count;0;
Metal-1 WL;1.35;mm
Top cell area share;20.4;%
post-CTS setup buffers;0;
DR pass1 iterations;4;
Max Cap Viol;0;
DRC Markers;0;
initial drt markers;33;
Worst Hold Slack;5720;ps
final non-filler cell total;234;
port bufs;49;
share of cells above drive strength 1;3.80;%
cell count after synthesis;136;
GPL Wtd Cong;0.791;
via density per instance;4.61;
fp_density;24.4;%
initial antenna violation count;0;
largest delay contributor family on the critical path;simple AND/OR/NAND/NOR gates;
fill count;421;
Rel. slew slack;65.5;%
Routed WL per cell;12.4;µm
Pwr per Cell Area;72.3;nW/µm²
total track usage;7.48;%
FP Rows;23;
Critical path buffers and inverters;3;
hold buffer count at CTS;0;
worst hold-check path type;input port to output port;
first-pass GRT wire length;4.77;mm
worst path cell trace;clkdlybuf4s50_1, inv_1, ha_1, nand2b_1, or4_1, nor3_1, nor2_1, xnor2_1, ha_1, nand4_1, o22a_2, or3_1, a31oi_1, xnor2_1, clkdlybuf4s50_1;
Chip Height;85;µm
Syn-to-layout area delta;55.5;%
total grt overflow;0;
Avg Inst Size Synth;7.28;µm²
worst slack, placed;3600;ps
status;finished, final reports clean;
crit path DAT;5820;ps
critical path class;input port to output port;
core footprint;4060;µm²
fmax;122;MHz
Worst Max-Slew Pin Slew;516;ps
yosys stat area;990;µm²
Highest Signal Layer;met3;
critical path startpoint category;input port;
cell area after layout;1540;µm²
worst vdd ir;0.0409;mV
FF/Latch Area;0;µm²
Post-Synthesis Cell Area;990;µm²
OpenROAD warnings;32;
DR WL met3;338;µm
Chip Width;85;µm
total negative slack;0;ps
largest net degree at the start of global routing;16;
CLK BUF;0;
[tightest hold or removal path: stages]
cell and delay, ps:
clkdlybuf4s50_1 390, inv_1 60, ha_1 120, inv_1 30, clkdlybuf4s50_1 400
[power by group]
group	leakage, nW	total, mW	switching, mW	internal (mW)
clock network	0	0	0	0
registers	0	0	0	0
logic	0.619	0.111	0.0421	0.0692
[kinds of logic (layout without fill, tap and decap cells)]
group                      after synthesis  in the layout  synth area share (%)
AOI/OAI and AO/OA                       40             40                  27.2
muxes                                    1              1                  1.01
buffers and inverters                   10             58                  3.79
xor gates and xnor gates                29             29                  25.7
and+or+nand+nor                         39             39                  20.1
adders and majority gates               17             17                  22.3
[synth_stat cells (2+ instances only)]
library cell and number:
xnor2_1 23, a21oi_1 17, inv_1 9, a21o_1 2, nand2b_1 5, xor2_1 6, a31oi_1 4, nor3_1 3
o21ai_0 6, ha_1 16, nor2_1 14, nor2b_1 2, o211ai_1 2, nand2_1 6
[cells in the final DEF, fill, tap and decap left out, drive strengths merged, types with 2 or more instances in the layout]
cell type / instances
xor2: 6
nor2b: 2
a21o: 3
nor3: 3
nor2: 14
a21oi: 17
o21ai: 6
nand2: 6
a31oi: 4
clkdlybuf4s50: 49
inv: 9
nand2b: 5
xnor2: 23
o211ai: 2
ha: 16
[path summary, 6_finish.rpt]
path / start / to / slack (ps) / depth (start not counted)
worst max-delay path: Trm[0] / res[12] / 3620 / 15
worst min-delay path: Sinout[0] / res[0] / 5720 / 5
[layer usage]
layer	vias to the layer above	track usage, %
li1	588	-
met2	36	11.2
met1	455	10.2
met4	0	0
met3	0	3.28
met5	-	0
[final cells by class]
cell class         instances  area (µm²)  share of cell area [%]
inverters                  9        33.8                    2.20
multi-input cells        126         952                    61.9
well taps                 50        62.6                    4.07
repair buffers            49         490                    31.9
Power is estimated from default activity; no workload was simulated.
